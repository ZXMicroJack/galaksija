==> flow/run.sh <==
#!/bin/bash
# OpenROAD 26Q1-2900-gdf79404cd8, Yosys 0.63+post, stock flow scripts
make -C /OpenROAD-flow-scripts/flow DESIGN_CONFIG=/design/flow/config.mk WORK_HOME=/design/flow/orfs finish
==> flow/config.mk <==
export PLATFORM = sky130hd
export DESIGN_NAME = dac2
export DESIGN_NICKNAME = dac2
export VERILOG_FILES = /design/flow/design.v
export SDC_FILE = /design/flow/constraint.sdc
export NUM_CORES = 4
export LEC_CHECK = 1
export CORE_AREA = 10 10 70 70
export DIE_AREA = 0 0 80 80
==> flow/constraint.sdc <==
current_design dac2

set clk_period 7.5
set clk_io_pct 0.2

create_clock -name clk0 -period $clk_period [get_ports {clk_i}]

set non_clock_inputs [all_inputs -no_clocks]
set_input_delay [expr $clk_period * $clk_io_pct] -clock clk0 $non_clock_inputs
set_output_delay [expr $clk_period * $clk_io_pct] -clock clk0 [all_outputs]
==> flow/design.v <==
`timescale 1ns / 1ps
module dac2 (clk_i, res_n_i, dac_i, dac_o);
	input 			clk_i;
	input 			res_n_i;							 
	input [7:0]dac_i; 							 
	output 			dac_o; 							 
	reg 				 dac_o; 							 
	reg [7+2:0] DeltaAdder;					 
	reg [7+2:0] SigmaAdder; 					 
	reg [7+2:0] SigmaLatch = 1'b1<<(7+1);  
	reg [7+2:0] DeltaB; 						 
	always @(SigmaLatch) DeltaB = {SigmaLatch[7+2], SigmaLatch[7+2]} << (7+1);
	always @(dac_i or DeltaB) DeltaAdder = dac_i + DeltaB;
	always @(DeltaAdder or SigmaLatch) SigmaAdder = DeltaAdder + SigmaLatch;
	always @(posedge clk_i)
	begin
		if(res_n_i == 1'b0)
		begin
			SigmaLatch <= 1'b1 << (7+1);
			dac_o      <= 1'b0;
		end
		else
		begin
			SigmaLatch <= SigmaAdder;
			dac_o      <= SigmaLatch[7+2];
		end
	end
endmodule
==> summary.txt <==
Implementation results.

The flow ran to the end, and the final reports show no timing, DRC or antenna violations. The horizontal die dimension reported for this design is 80 um. In this run the remaining antenna-violating nets after routing total 0. The area fraction of the dominant cell type after synthesis is 32.8%. The element type at the critical path start is a primary input. All stages included, the depth of the critical timing path comes to 8. After Yosys synthesis, XOR and XNOR cells account for 1.30% of the synthesized area. The core outline area is 0.00342 mm2. The longest individual stage delay on the worst path is 0.46 ns. The clock sink total is 11. The worst path in the final design needs a cycle of 3.19 ns, including I/O delays and setup. The synthesis run shows multiplexers occupying 1.68% of the cell area. The number of DRC violations after detailed-routing iteration 0 is 37.

The chip height is 80 um. Per the synth stats, the flop cell with the highest instance count is sky130_fd_sc_hd__dfxtp_1. After clock tree synthesis, the repair step resized 0 gates.

The count of mapped cells out of synthesis is 74. The cell sitting at the root of the clock tree is a sky130_fd_sc_hd__clkbuf_4. The clock insertion delay at the later pin of the skew report is 0.27 ns. Per the Yosys statistics, synthesis produced 74 cells. In the finished design, the share of the clock period the worst path needs comes to 42.5%.

The worst register-to-register path ends at SigmaLatch[8]$_SDFF_PN1_. The H-tree depth reported by CTS is 1. The number of port buffers is 10.

For this run, the number of Yosys warnings is 1. The pin closest to its max-slew limit shows a slew of 0.402 ns. The final-layout setup total negative slack is 0 ns. The largest combinational cell category by area is simple AND/OR/NAND/NOR gates. In this run the maximum-capacitance check reported violations numbering 0.

Summing every instance area after synthesis gives 672 um2. The leakage power summed over all cells is 0.000345 uW. The number of hold buffers added after CTS was 0. The post-detailed-route via-to-cell ratio is 4.15. By area the synthesized netlist is led by sky130_fd_sc_hd__dfxtp_1 (33%), sky130_fd_sc_hd__ha_1 (17%), sky130_fd_sc_hd__nor3_1 (3.7%), sky130_fd_sc_hd__nand2_1 (3.4%), sky130_fd_sc_hd__o21a_1 (3.4%). The maximum root-to-sink buffer count is 2. The number of global-route vias before repair is 518.

The number of library cell types mapped by synthesis is 30. The end-of-flow timing check tallies setup violations at 0. The clock skew after layout is 0.00283 ns. The number of placement rows is 21. The script parses the final routing iteration and logs DRC violations as 0.

The highest supply drop recorded on VDD is 49.4 uV. The fmax is 314 MHz. After detailed routing, the total wire length is 1.27 mm. The global-route wire length before repair is 2.24 mm. The worst min-delay path class is register to register. The final instance area is 845 um2. The share of flip-flops with an asynchronous set or reset after synthesis is 0%. The critical path goes through clkdlybuf4s50_1 > ha_1 > inv_1 > fa_1 > nor2b_4 > o31a_1 > o22ai_1 > mux2_1. Per the TritonCTS log, the buffer count is 3.

Per Yosys stat, the portion of area used by sequential elements is 32.8%. The CTS tree is yes. The detailed router placed 552 vias in this run. The slew check shows that the tightest pin keeps a relative margin of 73.1%. The worst endpoint required time is 7.66 ns.

The routed design shows a wire length per standard cell of 9.57 um. For flop-to-flop paths, the worst setup slack is 5.69 ns. The critical-path cell with the highest stage delay is sky130_fd_sc_hd__clkdlybuf4s50_1. The count of TritonRoute iterations in the first routing pass is 4. In the synthesis report, Yosys lists the chip area as 672 um2. The worst reg-to-reg path cell count is 7. The area fraction in and, or, nand and nor cells is 20.9%. The OpenROAD warning count is 25. The start point of the critical path is dac_i[0].

Summing all placed instances gives a cell area of 818 um2. The clock-pin transition on the worst setup and hold timing paths is 0.07 ns. The number of primary I/O pins is 11. For this configuration, the core starts out at a cell density of 19.7%. The chip area is 0.00640 mm2. The synthesis-stage register bit count is 11. The cell accounting for the most synthesized area is sky130_fd_sc_hd__dfxtp_1.

Per the final layout report, the fraction of cells sized above drive strength 1 comes to 6.90%. The path type of the worst setup path is primary input to register. The total setup buffers inserted after CTS is 0. The endpoint kind of the worst setup timing path is a register. For the worst reg-to-reg path, the startpoint reported by OpenROAD is SigmaLatch[0]$_SDFF_PN0_. The number of antenna violations at the first check in global routing came to 0. Setup repair after global routing left no endpoint under its margin. Overall routing resource usage recorded by global route was 4.10%.

The maximum fanout encountered on the critical timing path is 4. The worst endpoint data arrival time is 3.34 ns. Per the GRT congestion report, total overflow comes to 0. For reference, the post-synthesis area per instance comes to 9.08 um2. Yosys mapped a number of flops with a built-in enable equal to 0. The most instantiated library cell after synthesis is sky130_fd_sc_hd__dfxtp_1.

The cell family contributing the most delay on the critical path is adder cells. The complex-gate fraction of the synthesized area is 18.8%. The timing report notes that buffer and inverter cells on the critical path total 2. The commonest cells after synthesis are sky130_fd_sc_hd__dfxtp_1 (11), sky130_fd_sc_hd__ha_1 (9), sky130_fd_sc_hd__nand2_1 (6), sky130_fd_sc_hd__nor3_1 (5). For this run the detailed placement stage logged an HPWL of 1.01 mm. Following the worst setup path forward leads to its endpoint at SigmaLatch[8]$_SDFF_PN1_.

Entering global routing, the biggest net connects 11 pins. The final RePlAce weighted congestion is 0.846. The final-report max-slew violation count is 0. The antenna diode instance count is 0.

Per the final timing report, the hold violations number 0. Per the run report, area growth between synthesis and finish was 25.7%. Per the summary, power density relative to cell area is 268 mW/mm2. The adder-cell share of the synthesized area is 19.7%.
## layout by cell type, fill, tap and decap left out, drive strengths merged, types with 2 or more instances in the layout
cell type	count
clkdlybuf4s50	10
nand2	6
ha	9
nor3	5
dfxtp	11
o2111ai	2
inv	5
or3	2
nor2b	2
a211oi	2
a21oi	4
o21a	3
nor2	4
nand3	4
clkbuf	4
and2	2
o21ai	2
## where the power goes
part,internal (uW),switching [uW]
Clock,20.6,19.9
Combinational,51.4,53.0
Sequential,76.5,5.15
Total,148,78.1
## state kept, by name, indices dropped and copies added (netlist names)
signal	flops
SigmaLatch	10
dac_o	1
## cell families after synthesis
logic type               count (synthesis)
multiplexers                             1
XOR/XNOR                                 1
AND/OR/NAND/NOR                         27
buffers and inverters                    6
AND-OR/OR-AND                           18
flip-flops                              11
adder cells (fa/ha/maj)                 10
## area by class of cell
type / count / area (um2)
Timing Repair Buffer: 10 / 100
Fill cell: 371 / 2570
Tap cell: 46 / 57.6
Multi-Input combinational cell: 57 / 419
Clock buffer: 4 / 26.3
Sequential cell: 11 / 220
Inverter: 5 / 21.3
## worst min-delay path by stage
stage                                    start                to  slack [ns]  depth (start not counted)
after CTS             SigmaLatch[9]$_SDFF_PN0_  dac_o$_SDFF_PN0_        0.47                          1
after global routing  SigmaLatch[9]$_SDFF_PN0_  dac_o$_SDFF_PN0_        0.50                          1
final                 SigmaLatch[9]$_SDFF_PN0_  dac_o$_SDFF_PN0_        0.47                          1
## metal layers
| layer | up-vias | routed length [um] | track usage [%] |
|---|---|---|---|
| li1 | 299 | - | - |
| met1 | 241 | 691 | 5.40 |
| met2 | 10 | 501 | 6.26 |
| met3 | 2 | 55 | 1.25 |
| met4 | 0 | 24 | 1.23 |
| met5 | - | 0 | 0 |
## through the flow
step	setup slack [ns]	utilization [%]	cells	power (uW)	hold slack, ns
floorplan	4.62	-	74	165	0.439
global placement	4.07	24.0	129	186	0.447
detailed placement	4.05	24.0	129	187	0.456
CTS	4.32	24.7	133	229	0.473
global route	4.23	24.7	133	251	0.497
finish	4.31	24.7	133	227	0.469
Power is estimated from default activity; no workload was simulated.
