$ cat /design/flow/design.v
module fifo#(parameter RAM_SIZE = 256, parameter ADDRESS_WIDTH = 8, parameter WORD_SIZE = 8)(
  output [WORD_SIZE-1:0] q,
  input [WORD_SIZE-1:0] d,
  input clk,
  input write,
  input read,
  input reset,
  output empty,
  output full);
  reg[WORD_SIZE-1:0] mem [0:RAM_SIZE-1]  ;
  reg[ADDRESS_WIDTH-1:0] raddr = 0;
  reg[ADDRESS_WIDTH-1:0] raddr_l = 0;
  reg[ADDRESS_WIDTH-1:0] waddr = 0;
  reg[ADDRESS_WIDTH:0] size = 0;
  reg prev_write = 1'b0;
  reg prev_read = 1'b0;
  always @(posedge clk) begin
    prev_write <= write;
    prev_read <= read;
    if (!prev_write && write && size != RAM_SIZE) begin
      mem[waddr] <= d;
      waddr <= waddr + 1;
      size <= size + 1;
    end else if (!prev_read && read && size != 0) begin
      raddr <= raddr + 1;
      size <= size - 1;
    end else if (reset) begin
      raddr <= 1'b0;
      waddr <= 1'b0;
      size <= 1'b0;
    end
  end
  assign empty = size == 0;
  assign q = mem[raddr];
  assign full = size == RAM_SIZE;
endmodule
$ cat /design/flow/run.sh
#!/bin/bash
# OpenROAD 26Q1-2900-gdf79404cd8, Yosys 0.63+post, stock flow scripts
make -C /OpenROAD-flow-scripts/flow DESIGN_CONFIG=/design/flow/config.mk WORK_HOME=/design/flow/orfs finish
$ cat /design/flow/config.mk
export PLATFORM = sky130hd
export DESIGN_NAME = fifo
export DESIGN_NICKNAME = fifo
export VERILOG_FILES = /design/flow/design.v
export SDC_FILE = /design/flow/constraint.sdc
export NUM_CORES = 4
export LEC_CHECK = 1
export CORE_UTILIZATION = 30
$ cat /design/flow/constraint.sdc
current_design fifo

set clk_period 118.1
set clk_io_pct 0.2

create_clock -name clk0 -period $clk_period [get_ports {clk}]

set non_clock_inputs [all_inputs -no_clocks]
set_input_delay [expr $clk_period * $clk_io_pct] -clock clk0 $non_clock_inputs
set_output_delay [expr $clk_period * $clk_io_pct] -clock clk0 [all_outputs]
==> flow_summary_export.csv <==
group,metric,value,unit
run_status,outcome,"complete, no violations",
route,wl_per_cell,27.19,um
worst_setup_path,rrSetupSlack,113.80,ns
route,drc,0,
clock_tree,numCtsBuffers,206,
clock_tree,postCtsResizedCells,0,
floorplan,fp_util,0.3028,
clock_tree,cts.reportedPaths.clkPinSlew,0.06,ns
layout,fin_util,0.3449,
floorplan,fp.dieW,523.0,um
layout,stdcell_area,0.09272,mm^2
worst_setup_path,cp.required,94.48,ns
clock_tree,cts_sinks,2075,
pwr,p_clk_frac,0.397,
layout,drive_above_1_share,0.2391,
route,first_iter_violations,2887,
yosys,synth.cell_area,0.08143,mm^2
global_route,grt-ovfl-total,0,
yosys,ys_async_sr_fraction,0,
final_timing,setup_viol,0,
pwr,seqPwrFrac,0.527,
layout,seqCellArea,0.06229,mm^2
yosys,ys_types,75,
placed_design,detailed_place_hpwl,130400,um
final_timing,slew_headroom,0.2819,
route,drt_pass1_iterations,5,
worst_hold_path,min_to,"size[0]$_DFFE_PP_",
pwr,p_leak,28.20,nW
yosys,avgSynthCellArea,20.88,um^2
global_route,grt_max_degree,126,
final_timing,min_period,30.04,ns
final_timing,tightest_slew,1.074,ns
flow_run,cap_viol_max_count,0,
pwr,pwr-share-comb,0.076,
final_timing,finalMaxSlewViolations,0,
floorplan,dieArea,0.2735,mm^2
layout,logic_area,0.01768,mm^2
worst_setup_path,critPathMaxFanout,67,
worst_setup_path,crit_type,"reg2out",
final_timing,rsz0062_at_grt,"no",
yosys,syn_inst,3900,
worst_setup_path,slowest_delay,0.64,ns
pwr,p_switching,0.3534,mW
route,vias,39970,
worst_setup_path,startpoint_type,"flop",
clock_tree,cts_root_buf,"clkbuf_16",
worst_setup_path,cp_cell_sequence,"buf_4 > buf_12 > buf_4 > buf_4 > mux4_2 > mux4_2 > mux2i_1 > nor2_1 > a311oi_1 > o32ai_1 > buf_4 > clkdlybuf4s50_1",
global_route,grt_pass1_vias,43820,
clock_tree,cts_tree,"built",
route,ant_nets,0,
final_timing,fmax,33.29,MHz
worst_setup_path,regToRegStartpoint,"size[0]$_DFFE_PP_",
yosys,yosys_warnings,1,
pwr,p_int,1.193,mW
floorplan,ios,22,
placed_design,placed_area,0.08637,mm^2
pwr,sw_frac_of_total,0.2286,
worst_setup_path,cp.buffers_inverters,6,
yosys,synthFlopType,"edfxtp_1",
pwr,fin_total_pwr,1.546,mW
floorplan,fp-row-count,190,
route,via_per_inst,5.106,
clock_tree,htreeDepth,4,
global_route,antenna_found_initial,6,
worst_setup_path,crit_family,"buffers and inverters",
worst_hold_path,hp-class,"reg2reg",
clock_tree,cts_setup_buffers,0,
floorplan,core_area,0.2689,mm^2
placed_design,port_buffers,21,
worst_setup_path,critPathCaptureType,"primary output",
global_route,grt_pass1_wl,308800,um
worst_setup_path,r2r-end,"mem[13][5]$_DFFE_PP_",
yosys,ys.flops,2075,
worst_hold_path,hold_start,"size[0]$_DFFE_PP_",
route,totalWireLength,212800,um
final_timing,period_used_share,0.2543,
yosys,ys_seq_frac,0.7650,
worst_setup_path,crit_path_top_delay_cell,"buf_4",
flow_run,warning_count,36,
yosys,top_area_cell,"edfxtp_1",
floorplan,die_h,523.0,um
final_timing,fin_setup_tns,0,ns
global_route,track_usage,0.1689,
yosys,edf_count,2073,
yosys,yosys.area.top_type_share,0.7645,
worst_setup_path,reg2reg_depth,10,
clock_tree,postCtsHoldBufs,0,
pwr,p_per_area,16.68,mW/mm^2
final_timing,clock_skew,0.05560,ns
worst_hold_path,min_path_cells,1,
pwr,vdd_ir_drop_max,0.00001496,V
layout,fillers,24550,
final_timing,hold_violations,0,
placed_design,gp_congestion,0.9038,
yosys,yosys_cells,3900,
yosys,ys_area,0.08143,mm^2
worst_setup_path,cpMostUsedCell,"buf_4",
clock_tree,clk_latency,0.86,ns
worst_setup_path,worstPathArrival,6.42,ns
clock_tree,clockBufferDepth,3,
yosys,ys_top_cells_by_area,"edfxtp_1, mux4_2, mux2i_1",
layout,area_delta_synth_final,13.87,%
## kinds of logic (layout without fill, tap and decap cells)
| kind of cell | count (synthesis) | after routing | synth area share |
|---|---|---|---|
| DFF | 2075 | 2075 | 0.7650 |
| muxes | 676 | 676 | 0.1573 |
| and+or+nand+nor | 546 | 546 | 0.02935 |
| AOI/OAI and AO/OA | 331 | 331 | 0.02754 |
| buffers and inverters | 251 | 621 | 0.01822 |
| xor gates and xnor gates | 14 | 14 | 0.001506 |
| adders and majority gates | 7 | 7 | 0.001076 |
| other | 0 | 6 | 0 |
## synth_stat cells (all sizes together) (3+ instances only)
library cell	count
and2	8
nor2b	17
o32ai	6
nor4	3
a21o	4
mux4	482
o2111ai	3
a21oi	98
mux2i	183
xor2	7
a22oi	21
a211oi	16
a22o	3
o311ai	5
o22ai	14
o221ai	20
a221o	5
a31oi	3
a2111oi	3
nand3	42
inv	15
o211ai	15
nor3	14
buf	158
clkbuf	78
nor2	313
o21ai	50
nand2b	7
and3	4
o31ai	4
nand4	9
a221oi	37
xnor2	7
or3	3
ha	7
nand3b	3
mux2	11
edfxtp	2073
nand2	116
## worst max path at each step
stage | start | endpoint | slack [ns] | cells after the start
global route | raddr[0]$_SDFFCE_PN0P_ | q[7] | 87.54 | 11
finish | raddr[0]$_SDFFCE_PN0P_ | q[6] | 88.06 | 12
CTS | raddr[0]$_SDFFCE_PN0P_ | q[6] | 87.87 | 12
## cell type report
type | count | area share
Tap cell | 3552 | 0.04793
Timing Repair Buffer | 233 | 0.02043
Clock inverter | 106 | 0.009864
Antenna cell | 6 | 0.0001619
Clock buffer | 267 | 0.05852
Inverter | 15 | 0.0006207
Sequential cell | 2075 | 0.6718
Multi-Input combinational cell | 1574 | 0.1907
## metal layers
metal / up-vias / global-route usage / wire [um]
met3: 392 / 0.1395 / 38040
met4: 10 / 0.04644 / 7225
met2: 2563 / 0.2438 / 96800
li1: 16610 / - / -
met1: 20390 / 0.1907 / 70570
met5: - / 0.006410 / 203
## worst reg2reg max path, stage by stage (launching register included)
cell and delay [ns]:
edfxtp_1 0.43, inv_1 0.09, ha_1 0.24, or3b_1 0.21
or3_4 0.16, or4_4 0.14, and3b_4 0.55, nand3_2 0.79
buf_4 0.49, nor2_1 0.58, buf_4 0.28
## flip-flops by register name, indices dropped and copies added, names as in the netlist
name / flops
waddr: 8
raddr: 8
prev_read: 1
mem: 2048
prev_write: 1
size: 9
## cells in the final DEF (no fill, tap or decap), types with 37 or more instances in the layout
master,count
clkinv_2,39
clkinv_1,42
nand2_1,116
buf_4,207
clkbuf_1,59
o21ai_0,48
nor2_1,310
a21oi_1,98
mux2i_1,183
mux4_2,482
a221oi_1,37
clkbuf_16,208
edfxtp_1,2073
## stage by stage
stage          setup slack (ns)  cells  hold WS, ns
3_5_place_dp              88.80   7449       0.6538
6_report                  88.06   7828       0.6669
5_1_grt                   87.54   7823       0.6967
2_1_floorplan             92.07   3900       0.5982
3_3_place_gp              88.80   7449       0.6341
4_1_cts                   87.87   7822       0.6613
## power by group through the flow
stage	Combinational [mW]	Sequential, mW	Clock, mW
5_1_grt	0.125	0.815	0.653
4_1_cts	0.118	0.814	0.625
6_report	0.117	0.815	0.614
Power is estimated from default activity; no workload was simulated.
